## flow/design.v

```verilog
`timescale 1ns / 1ps
module registers( rs1,rs2,rd,wr,indata,rv1,rv2,x31,new,clk
    );
	 input wire new,clk;
    input [4:0] rs1,rs2;
    input wr;
	 input [4:0] rd;
	 input [31:0] indata;
	 output reg [31:0] rv1,rv2;
	 output wire [31:0] x31;
	 reg [31:0]RF[0:31];
	 integer i;
	 initial begin
	 RF[0]=0;
	 for (i=1;i<32;i=i+1) begin
	 RF[i]=2; 
	 end
	 end
	 assign x31=RF[31];
	 always@(rs1 or rs2 or new) begin
	 rv1<=RF[rs1];
	 rv2<=RF[rs2];
	 end
	 always@(posedge clk) begin
	 if (wr) begin
	 if (rd) begin
	 RF[rd]<=indata;
	 RF[0]<=0;
	 end
    end
	 end
    endmodule
```

## flow/constraint.sdc

```tcl
current_design registers

set clk_period 6.6
set clk_io_pct 0.2

create_clock -name clk0 -period $clk_period [get_ports {clk}]

set non_clock_inputs [all_inputs -no_clocks]
set_input_delay [expr $clk_period * $clk_io_pct] -clock clk0 $non_clock_inputs
set_output_delay [expr $clk_period * $clk_io_pct] -clock clk0 [all_outputs]
```

## flow/run.sh

```bash
#!/bin/bash
# OpenROAD 26Q1-2900-gdf79404cd8, Yosys 0.63+post, stock flow scripts
make -C /OpenROAD-flow-scripts/flow DESIGN_CONFIG=/design/flow/config.mk WORK_HOME=/design/flow/orfs finish
```

## flow/config.mk

```make
export PLATFORM = sky130hd
export DESIGN_NAME = registers
export DESIGN_NICKNAME = registers
export VERILOG_FILES = /design/flow/design.v
export SDC_FILE = /design/flow/constraint.sdc
export NUM_CORES = 4
export LEC_CHECK = 1
export CORE_UTILIZATION = 40
```

==> job_summary.md <==
## PnR job results

| Metric | Value |
|---|---|
| Power per Cell Area | `261 nW/um^2` |
| Register area share after synthesis | `0.625` |
| # DRC | `0` |
| Mapped Area | `approximately 50000 um^2` |
| Crit Path Class | `in2out` |
| Total number of H-tree levels | `3` |
| R2r startpoint | `RF[0][29]` |
| RSZ-0062 raised after global routing | `no` |
| Worst path top cell family by delay | `buffers and inverters` |
| Pins Over Slew Limit | `0` |
| CTS root buffer | `clkbuf_16` |
| Synth-to-Final Area Change | `15.0%` |
| Status | `complete, no violations` |
| First-pass GRT wire length | `roughly 210000 um` |
| Sw Share | `0.232` |
| Clk latency of the worst-skew pair | `0.71 ns` |
| Synth top area share | `0.612` |
| Slew @ Worst Pin | `about 0.96 ns` |
| Combinational share of power | `0.093` |
| Crit path cell chain | `clkdlybuf4s50_1 > nor2b_4 > buf_4 > a21oi_1 > a31oi_1 > nand3_1 > clkdlybuf4s50_1` |
| Max FFs per register | `slightly above 1000` |
| Max VDD drop | `~240 uV` |
| Total global-route track usage | `0.261` |
| DR vias | `31000` |
| CTS tree | `built` |
| Yosys chip area | `~50000 um^2` |
| Core area | `approximately 120000 um^2` |
| Worst Path Buf+Inv | `3` |
| CP Max Fanout | `36` |
| Async set or reset register ratio after synthesis | `0` |
| Vias in the first global route | `around 32000` |
| Top cells by count, synth | `mux2i_1 (1024), edfxtp_1 (992), nand2_1 (195), nand3_1 (194)` |
| Die height | `approximately 350 um` |
| Via-to-Cell Ratio | `between 5 and 6` |
| Drt first pass iters | `5` |
| CTS Sinks | `between 1000 and 1500` |
| Slew HR | `0.356` |
| Ys cells | `~3400` |
| Initial antenna violation count | `8` |
| Grt met1 use | `0.327` |
| Final Cycle Share | `0.863` |
| Slowest CP cell | `clkdlybuf4s50_1` |
| Leakage dissipation | `about 20 nW` |
| DP HPWL | `approximately 87000 um` |
| Top flop regs | `RF x1024` |
| Routed WL | `around 150000 um` |
| Hold Crit Class | `reg2reg` |
| Die width | `about 350 um` |
| Initial DRC count | `around 1700` |
| ANT cells | `0` |
| Final GP Congestion | `a little under 0.9` |
| Element type at the critical path start | `input port` |
| Fin crit period | `roughly 5.7 ns` |
| Flop2flop setup slack | `between 6 and 7 ns` |
| Max-capacitance violation count | `0` |
| Fmax | `about 0.18 GHz` |
| CTS buffer count | `~110` |
| WP data arrival | `~4.4 ns` |
| Post-Synthesis Cells | `around 3400` |
| NetSw | `about 3.4 mW` |
| Initial core utilization | `0.405` |
| Synth unique cells | `27` |
| Maximum clock path buffer count | `3` |
| Die Area | `about 120000 um^2` |
| Final antenna-violating net count | `0` |
| Boundary Pins | `between 100 and 150` |
| Tool Warnings | `27` |
| Final Skew | `0 ns` |
| Ys flops | `1024` |
| Synth Flop Type | `edfxtp_1` |
| Mean post-synth cell area | `14.2 um^2` |
| Largest reg by FF count | `RF` |
| Hold path start | `RF[0][8]` |
| Grt peak-use layer | `met2` |
| Grt ovf | `0` |
| DR WL/cell | `roughly 28 um` |
| Setup TNS | `0 ns` |
| Number of enable flip-flop cells | `992` |
| Most frequent cell after synthesis | `mux2i_1` |
| Worst Setup SP | `rs2[0]` |
| PostCTS Resize Cnt | `0` |
| Final setup viols | `0` |
| Met2 GRT Util | `0.386` |
| Slowest stage delay, CP | `slightly above 0.6 ns` |
| Clock transition at the registers of the reported paths | `approximately 0.060 ns` |
| Port bufs | `around 140` |
| Leading area contributor after synthesis | `edfxtp_1` |
| Cell area leaders | `edfxtp_1 (61%), mux2i_1 (21%), a22oi_1 (3.0%)` |
| # Post-CTS Setup Buffers | `0` |
| GR Layer Usage met3 | `0.171` |
| Synth warn | `1` |
| Pin count of the biggest net entering global routing | `80` |
| Clock power frac | `0.411` |
| Rows | `about 130` |
| Internal power | `roughly 11 mW` |
| Final Util | `0.466` |
| Layout cell share with drive strength beyond 1 | `0.0999` |
| Final hold vios | `0` |
| Crit path required time | `5.28 ns` |
| Cts hold-fix bufs | `0` |
| Critical path endpoint category | `primary output` |
| Seq pwr share | `0.496` |
| CP most frequent cell | `clkdlybuf4s50_1` |
-- per-layer routing --
metal,up-vias,part of all wire
met3,269,0.15
met2,1670,0.46
met4,20,0.031
met5,-,0.0017
li1,13800,-
met1,15200,0.36
-- power groups by stage --
stage	Combinational [mW]	Clock, mW	Sequential (mW)
after global routing	1.45	6.33	7.24
after CTS	1.36	6.11	7.24
final	1.35	6.00	7.24
-- cells in the final DEF (no fill, tap or decap), drive strengths merged, types with 128 or more instances in the layout --
cell type	instances
clkdlybuf4s50	142
a22o	128
mux2i	1024
buf	165
a22oi	192
clkbuf	141
nand2	195
nand3	194
a21oi	192
edfxtp	992
-- final cells by class --
type,count,area [um^2]
fill,10300,64300
sequential,1024,30400
multi-input combinational,2141,17000
timing repair buffer,307,3050
clock buffer,141,2870
tap,1612,2020
clock inverter,62,651
-- cells by family after synthesis --
group | share of synthesized area
muxes | 0.210
and+or+nand+nor | 0.0514
AOI/OAI and AO/OA | 0.0810
buffers and inverters | 0.0324
DFF | 0.625
-- per-stage QoR --
| stage | total power, mW | cells | area [um^2] | hold WS [ns] | worst slack, ns |
|---|---|---|---|---|---|
| 3_3_place_gp | 8.72 | 5084 | 52500 | 0.465 | 0.972 |
| 3_5_place_dp | 8.72 | 5084 | 52500 | 0.470 | 0.944 |
| 5_1_grt | 15.0 | 5287 | 56000 | 0.502 | 0.834 |
| 2_1_floorplan | 8.12 | 3421 | 48700 | 0.451 | 2.86 |
| 4_1_cts | 14.7 | 5287 | 56000 | 0.486 | 0.924 |
| 6_report | 14.6 | 5287 | 56000 | 0.484 | 0.902 |
-- worst paths after layout --
kind,endpoint,cells after the start
setup / recovery,rv2[20],7
hold / removal,RF[0][8],1
hold reg to reg,RF[0][8],1
setup reg to reg,RF[0][29],1
Power figures rest on the tool's default switching activity, not on a simulated workload.
