[config.mk]
export PLATFORM = sky130hd
export DESIGN_NAME = reg_file
export DESIGN_NICKNAME = reg_file
export VERILOG_FILES = /design/flow/design.v
export SDC_FILE = /design/flow/constraint.sdc
export NUM_CORES = 4
export LEC_CHECK = 1
export CORE_UTILIZATION = 40
[constraint.sdc]
current_design reg_file

set clk_period 5.8
set clk_io_pct 0.2

create_clock -name clk0 -period $clk_period [get_ports {clk}]

set non_clock_inputs [all_inputs -no_clocks]
set_input_delay [expr $clk_period * $clk_io_pct] -clock clk0 $non_clock_inputs
set_output_delay [expr $clk_period * $clk_io_pct] -clock clk0 [all_outputs]
[design.v]
`timescale 1ns / 1ns
module reg_file
  (input clk,
   input we,
   input [4:0] rd,
   input [31:0] indata,
   input [4:0] rs1,
   output [31:0] rv1,
   input [4:0] rs2,
   output [31:0] rv2);
   reg [31:0] 	 regfile [0:31];
	assign rv1 = regfile[rs1];
   assign rv2 = regfile[rs2];
   always @(posedge clk) begin
		regfile[0] <= 32'h0000;  
		if (we && rd!== 32'h0000) regfile[rd] <= indata;
   end
endmodule
[run.sh]
#!/bin/bash
# OpenROAD 26Q1-2900-gdf79404cd8, Yosys 0.63+post, stock flow scripts
make -C /OpenROAD-flow-scripts/flow DESIGN_CONFIG=/design/flow/config.mk WORK_HOME=/design/flow/orfs finish
==> run notes <==
Flow results follow.

The worst hold path belongs to the class input port to register. In the synthesized netlist, the number of instances is 3386. The buffer_ports step reported a buffer count of 112. The worst setup path startpoint is rs2[2]. The switching part of the total is 23.3%. Entering global routing, the biggest net connects 75 pins. After synthesis, the cell types taking the most area are edfxtp_1 61%, mux2i_1 21%, a22oi_1 3.0%, a22o_1 2.3%, nand3_1 2.0%. The area share of the largest cell type after synthesis is 61.5%. In this run, placement finished with an instance count of 5078.

The most frequently used library cell after synthesis is mux2i_1. After clock tree synthesis, the repair step resized 0 gates. In this run the post-CTS setup repair buffer count came out at 0. In this run, CTS created clock tree buffers numbering 106. The via count of the first global-routing pass is 32100. The total overflow reported by the global router is 0. On the critical path the data arrives at 4030 ps. The count of boundary I/O pins is 113.

The core utilization before placement is 40.4%. Per the timing report, the biggest fanout along the worst path comes to 23. In this run, post-CTS hold repair placed 0 buffers. The detailed router finished its first iteration with 1957 violations. The fraction of final layout cells sized beyond drive strength 1 is 10.9%. Setup repair after global routing left no endpoint under its margin. The setup path with the least slack is of type input port to output pin.

For this design, Yosys synthesis ends with a cell count of 3386. According to the floorplan report, the die width is 350 µm. The flow ran to the end, and the final reports show no timing, DRC or antenna violations. The overall track demand over capacity in global routing is 26.8%. Looking at hold timing, the worst path starts from indata[17]. For reference, the placement row count at floorplan is 127.

The clock network is responsible for 41.1% of the overall power. Clock tree synthesis selected as its root buffer the cell clkbuf_16. Post-synthesis, Yosys gives the total cell area as 0.0485 mm².

Post-synth the commonest register cell is edfxtp_1. The largest register by flop count is regfile. The largest registers in the layout are regfile x1024. The count of unique library cells instantiated by Yosys is 25. For this run, design rule violations remaining after detail routing come to 0.

In the synthesized netlist, the cells that appear most often are 1024 x mux2i_1, 992 x edfxtp_1, 195 x nand2_1, 194 x nand3_1. In the final report, the number of hold violations comes to 0. The initial antenna violation count is 5.

The type of destination of the critical path is an output pin. The wire length recorded after detailed routing is 152000 µm. Leaving out filler cells and counting taps, the final layout contains 5279.

The final max-slew violation count recorded for this run is 0. Summing all placed instances gives a cell area of 0.0526 mm². The first global-routing pass estimated 219000 µm of wire. The count of warnings emitted by yosys is 1. The sequential cell fraction of total power is 49.4%. The chip footprint is 0.123 mm². The area of all placed cells without fillers is 0.0561 mm². The maximum clock frequency is 0.193 GHz.

The placed wire-length estimate after detailed placement is 90600 µm. In this run the number of H-tree levels came out at 3. The standby leakage power is 20.7 nW. Compared with the post-synthesis result, the final layout area differs by 15.7%. The last timing report of the flow puts the setup violation total at 0. The core region is 0.120 mm².

Data on the critical path is required at its endpoint by 4640 ps. Combinational logic is responsible for 9.5% of the overall power. The mean cell area of the mapped netlist is 14.3 µm². Counting along the longest clock path gives a buffer depth of 3.

The post-synthesis cell area is 0.0485 mm². The mean number of vias per cell is 5.92. The count of library flops with an enable pin is 992.

The wire length per cell is 28.9 µm. The clock net sink count is 1024. The die is 350 µm tall.

The fraction of registers with async set or reset after synthesis is 0%. The net switching power is 3.88 mW. The total of max-cap violations is 0. The register with the most flip-flops in the layout has 1024 of them. The total vias in the final route is 31300.

The internal power summed over all cells is 12.8 mW. The count of warning messages emitted by the tools is 26. Per the power-grid run, VDD falls by no more than 0.234 mV. The filler cells instantiated in the layout total 10300.

Per the gpl log, the routability congestion estimate is 0.894. Per Yosys stat, the portion of area used by sequential elements is 62.8%. Counting I/O delays and the setup requirement, the final critical path takes 5190 ps.

The element type at the critical path start is an input port. The number of synthesized register bits is 1024. The cell type with the largest total area after synthesis is edfxtp_1. In the hold report, the worst path ends at regfile[8][17]$_DFFE_PP_.

The count of nets left with antenna violations once routing finished came out at 0. TritonCTS built the clock tree. The clock-pin slew of the registers on the worst-case setup and hold paths is 60 ps.

The pin closest to its max-slew limit shows a slew of 1050 ps. The worst hold path depth is 2. The post-layout period usage of the worst path is 89.4%. The iteration count recorded for the first detailed-route pass is 5. Power spread over the standard cell area amounts to 297 mW/mm². The worst slew margin relative to its limit is 29.9%.

The setup TNS is 0 ps.
==> how the worst max path moves through the flow <==
stage / endpoint / slack [ps] / depth (start not counted)
CTS: rv2[26] / 530 / 9
global route: rv2[26] / 520 / 9
finish: rv2[26] / 610 / 9
==> per-layer routing <==
layer | track usage [%] | vias to the layer above | share of wire (%)
met1 | 35.0 | 15500 | 37
li1 | - | 13700 | -
met2 | 39.3 | 1702 | 45
met5 | 0 | - | 0.024
met4 | 7.01 | 6 | 3.5
met3 | 16.0 | 308 | 14
==> through the flow <==
step                      setup slack, ps  power [mW]  hold slack, ps  utilization, %
after detailed placement              555        9.97            1990            43.8
after CTS                             533        16.8            1250            46.8
after global routing                  523        17.2            1290            46.8
after global placement                558        9.97            1990            43.8
final                                 612        16.7            1280            46.8
after floorplan                      2220        9.26            1260               -
==> cell type report <==
| class | count | area (µm²) | area share, % |
|---|---|---|---|
| flip-flops and latches | 1024 | 30400 | 54.2 |
| clock buffers | 134 | 2850 | 5.08 |
| well taps | 1612 | 2020 | 3.60 |
| multi-input cells | 2140 | 16900 | 30.1 |
| repair buffers | 302 | 3260 | 5.81 |
| diodes | 1 | 2.50 | 0.00446 |
| clock inverters | 66 | 649 | 1.16 |
==> cell families (layout without fill, tap and decap cells) <==
kind of cell / Yosys count / count (layout) / share of synthesized area [%]
compound gates: 576 / 576 / 8.10
buf+inv: 253 / 502 / 3.23
flops: 1024 / 1024 / 62.8
mux: 1024 / 1024 / 21.1
other cells: 1 / 33 / 0.00774
simple gates: 508 / 508 / 4.74
==> critical path, stage by stage <==
cell and delay, ps:
clkdlybuf4s50_1 580, nor2_4 470, buf_12 270, buf_4 300
a22o_1 170, nor3_1 50, a31oi_1 260, nand3_1 250
clkdlybuf4s50_1 470
==> placed cells by master, fill, tap and decap left out, types with 11 or more instances in the layout <==
master           instances
clkinv_2                20
buf_4                  134
clkbuf_1                21
nand3_1                194
clkdlybuf4s50_1        110
edfxtp_1               992
conb_1                  32
a21oi_1                192
clkinv_1                20
dfxtp_1                 32
buf_12                  56
a22o_1                 128
a31oi_1                 64
nand2_1                193
bufinv_16               11
nor3_1                  64
a22oi_1                192
mux2i_1               1024
clkbuf_16              108
nor2_4                  33
==> power by group through the flow <==
stage / combinational, mW / sequential [mW] / clock [mW]
finish: 1.58 / 8.25 / 6.86
CTS: 1.57 / 8.25 / 6.96
global route: 1.68 / 8.25 / 7.22
Power figures rest on the tool's default switching activity, not on a simulated workload.
