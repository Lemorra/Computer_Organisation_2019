--- design/flow/config.mk ---
export PLATFORM = sky130hd
export DESIGN_NAME = RegFile
export DESIGN_NICKNAME = RegFile
export VERILOG_FILES = /design/flow/design.v
export SDC_FILE = /design/flow/constraint.sdc
export NUM_CORES = 4
export LEC_CHECK = 1
export CORE_UTILIZATION = 50
--- design/flow/design.v ---
module RegFile ( clk, rs1, rs2, rd, we, indata, rv1, rv2, reg31 );
	input wire [5-1:0] rs1, rs2, rd;
	input wire [32-1:0] indata;
	input wire we, clk;
	output  [32-1:0] rv1, rv2;
   output  [31:0] reg31;
	reg [31:0] RF [0:31];
	integer i;
	initial begin             
	 for(i=0 ; i<32 ; i=i+1)
	  RF[i] = {32{1'b0}};
	end
	 assign rv1 = RF[rs1];
	 assign rv2 = RF[rs2];
	 assign reg31 = RF[32'd31];
	always @ (*)
		begin 
			RF[0] <= 32'h0000;
			if(we && rd!== 32'h0000)
				RF[rd] <= indata;
		end
endmodule
--- design/flow/constraint.sdc ---
current_design RegFile

set clk_period 9.9
set clk_io_pct 0.2

create_clock -name clk0 -period $clk_period

set non_clock_inputs [all_inputs -no_clocks]
set_input_delay [expr $clk_period * $clk_io_pct] -clock clk0 $non_clock_inputs
set_output_delay [expr $clk_period * $clk_io_pct] -clock clk0 [all_outputs]
--- design/flow/run.sh ---
#!/bin/bash
# OpenROAD 26Q1-2900-gdf79404cd8, Yosys 0.63+post, stock flow scripts
make -C /OpenROAD-flow-scripts/flow DESIGN_CONFIG=/design/flow/config.mk WORK_HOME=/design/flow/orfs finish
==> impl_metrics.yaml <==
# synthesis and place-and-route metrics
final_timing:
  slew_headroom: 0.2616
  drv_slew: 0
  period_needed_ns: 8.312
  untimed_endpoints: 1024
  finalHoldViolCount: 0
  finalClockPeriodUsage: 0.8396
  rsz0062_at_grt: "no"
  tightest_slew_ns: 1.108
  max_freq_mhz: 120.3
  fin_setup_tns_ns: 0
  unclocked_regs: 992
  final-setup-viol-count: 0
floorplanning:
  fp_util: 0.5100
  rows: 86
  chipHeight_um: 240.2
  core-area_um2: 55630
  die_w_um: 240.2
  ioPinCount: 145
  dieArea_um2: 57700
clock_network:
  ctsHoldBuffers: 0
  cts.repair.resized: 0
  cts_setup_buffers: 0
cells_and_area:
  largest_register_ffs: 992
  fin_util: 0.5589
  top_regs: "RF x992"
  stdcell_count: 3764
  n_fill_cell: 4842
  syn2layout_area_growth_pct: 9.588
  top_register: "RF"
  drive_gt1_frac: 0.1007
min_path:
  hp-class: "in -> out"
synthesis:
  synth_top_flop_cell: "dlxtn_1"
  synth_top_area_share: 0.5252
  syn_area_um2: 28370
  numSynthFlops: 992
  synthDistinctLibCells: 63
  yosysWarnings: 2
  yosysTopAreaCell: "dlxtn_1"
  ys_cells: 2949
  yosys_area_um2: 28370
  ys_async_sr_fraction: 0
  area_leaders: "dlxtn_1 53%, a22oi_1 17%, and3_1 3.4%"
  syn_inst: 2949
  synth_area_per_cell_um2: 9.621
  edf_count: 0
global_route:
  busiest_layer: "met2"
  antenna_found_initial: 10
  use_met2: 0.7473
  grtUsageMet1: 0.7167
  track_usage: 0.5877
  use_met3: 0.4128
  grt_pass1_vias: 28922
  grt_pass1_wl_um: 221300
  grt_max_degree: 46
  grt_overflow: 0
drt:
  dr.first_iter.drc_count: 4042
  ant_nets: 0
  avgViaCountPerCell: 8.016
  route.detailed.drc: 0
  wire_per_inst_um: 43.30
  vias: 30172
  first_pass_iters: 7
  wirelength_um: 163000
power:
  cellInternalPower_mw: 0.5432
  p_per_area_nw_per_um2: 34.12
  max-vdd-ir-drop_v: 0.00003002
  p_leak_nw: 13.80
  p_sw_mw: 0.5175
  p_sw_frac: 0.4879
run_status:
  status: "complete, no violations"
placed_design:
  io_buffers: 144
  dp_hpwl_um: 91900
  dp.cells: 3747
  gp_routability_congestion: 1.046
setup_path:
  cp.arrival_ns: 6.33
  timing_worst_setup_path_type: "in -> out"
  crit_required_ns: 7.92
  critPathLaunchType: "primary input"
  critPathMaxFanout: 27
  endpoint_kind: "output port"
job:
  drv_cap: 0
  tool_warnings: 33
==> area by class of cell <==
| type | instances | area [µm²] | area share |
|---|---|---|---|
| Inverter | 2 | 7.507 | 0.0002415 |
| Tap cell | 748 | 935.9 | 0.03010 |
| Timing Repair Buffer | 300 | 2638 | 0.08483 |
| Multi-Input combinational cell | 1705 | 12570 | 0.4044 |
| Antenna cell | 17 | 42.54 | 0.001368 |
| Sequential cell | 992 | 14890 | 0.4791 |
==> power groups by stage <==
stage	combinational, mW	sequential [mW]	clock, mW
CTS	0.629	0.388	0
global route	0.674	0.416	0.00000000158
==> worst max-delay path, cell delays in order <==
cell,delay [ns]
clkdlybuf4s50_1,0.46
buf_4,0.34
nor3b_2,0.90
buf_4,0.34
and2_2,0.88
buf_4,0.41
a22oi_1,0.11
nand4_1,0.13
or4_1,0.24
clkdlybuf4s50_1,0.51
==> cells by family (layout without fill, tap and decap cells) <==
logic type / Yosys count / after routing / share of synthesized area
latches: 992 / 992 / 0.5252
AOI/OAI and AO/OA: 915 / 915 / 0.2527
and+or+nand+nor: 679 / 679 / 0.1398
buffers and inverters: 252 / 302 / 0.04119
muxes: 111 / 111 / 0.04132
other: 0 / 17 / 0
==> worst paths after layout <==
path / start / to / slack, ns / cells past startpoint
setup / recovery: rs1[1] / rv1[6] / 1.59 / 10
hold / removal: rs2[4] / rv2[31] / 5.27 / 6
==> per-layer routing <==
| metal | wire, µm | part of all wire |
|---|---|---|
| met3 | 32560 | 0.20 |
| met2 | 61500 | 0.38 |
| met4 | 14340 | 0.088 |
| met5 | 184 | 0.0011 |
| met1 | 54400 | 0.33 |
==> synth_stat cells (5+ instances only) <==
master / count
buf_2: 76
nand2_1: 70
clkbuf_1: 146
nor2_1: 70
a32oi_1: 17
nor3b_1: 9
a22oi_1: 637
a221oi_1: 28
o22a_1: 5
o22ai_1: 8
and3b_1: 7
nor4_1: 8
o211ai_1: 5
and3_1: 155
mux2i_1: 62
or4_1: 49
and4_1: 13
buf_6: 14
buf_1: 8
nand2b_1: 9
o2bb2ai_1: 8
dlxtn_1: 992
a22o_1: 90
a222oi_1: 13
a21oi_1: 27
mux2_2: 49
nor3_1: 9
nand4_1: 122
nand3_1: 89
buf_4: 6
nor2b_1: 9
o21ai_0: 7
and2_1: 33
a2111oi_0: 45
==> metrics by stage <==
step	hold slack (ns)	cell area, µm²	total power [mW]	setup slack, ns
final	5.272	31090	1.061	1.588
after global routing	5.246	31050	1.090	1.658
after CTS	5.213	31050	1.017	1.956
after detailed placement	5.213	31050	1.011	1.972
after global placement	5.224	31050	1.009	1.933
after floorplan	4.358	28370	0.6160	4.346
==> layout by cell type (no fill, tap or decap), drive strengths merged, types with 70 or more instances in the layout <==
cell | netlist | layout
buf | 104 | 159
dlxtn | 992 | 992
and3 | 155 | 155
nor2 | 71 | 71
nand2 | 70 | 70
a22o | 90 | 90
clkdlybuf4s50 | 0 | 141
nand3 | 89 | 89
nand4 | 122 | 122
a22oi | 637 | 637
Power figures rest on the tool's default switching activity, not on a simulated workload.
